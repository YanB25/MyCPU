==> ./run.sh <==
#!/bin/bash
# OpenROAD 26Q1-2900-gdf79404cd8, Yosys 0.63+post, stock flow scripts
make -C /OpenROAD-flow-scripts/flow DESIGN_CONFIG=/design/flow/config.mk WORK_HOME=/design/flow/orfs finish
==> ./config.mk <==
export PLATFORM = sky130hd
export DESIGN_NAME = ALU_MODULE
export DESIGN_NICKNAME = ALU_MODULE
export VERILOG_FILES = /design/flow/design.v
export SDC_FILE = /design/flow/constraint.sdc
export NUM_CORES = 4
export LEC_CHECK = 1
export CORE_UTILIZATION = 50
==> ./constraint.sdc <==
current_design ALU_MODULE

set clk_period 32.7
set clk_io_pct 0.2

create_clock -name clk0 -period $clk_period [get_ports {CLK}]

set non_clock_inputs [all_inputs -no_clocks]
set_input_delay [expr $clk_period * $clk_io_pct] -clock clk0 $non_clock_inputs
set_output_delay [expr $clk_period * $clk_io_pct] -clock clk0 [all_outputs]
==> ./design.v <==
`timescale 1ns/1ps
module ALU(
    input CLK,
    output reg [64 - 1:0]valE,  
    output reg [3:0]CC,  
    input [1:0]ALUfun,  
    input [64 - 1:0]ALUA,  
    input [64 - 1:0]ALUB,  
    input set_cond
);
     always@(*) begin
        case(ALUfun)
            2'b00 : begin
                valE = ALUB + ALUA;
            end
            2'b01 : begin
                valE = ALUB - ALUA;
            end
            2'b10 : begin
                valE = ALUB & ALUA;
            end
            2'b11 : begin
                valE = ALUB | ALUA;
            end
        endcase
    end
    always@(posedge CLK) begin
        if (set_cond) begin
            CC[0] = valE == 0;
            CC[1] = valE[64 - 1] == 1;
            CC[2] = ((ALUB[64 - 1]^(ALUfun == 2'b01)) == ALUA[64 - 1]) && (ALUB[64 - 1] != valE[64 - 1]);
            CC[3] = (valE < ALUA);
        end
    end
endmodule
`timescale 1ns/1ps
module ALUA(
    input [64 - 1:0]valA,
    input [64 - 1:0]valC,
    input [3:0]icode,
    output reg [64 - 1:0]OUT
);
    always@(*) begin
        case(icode)
            4'b0110, 4'b0010, 4'b0010 : OUT = valA;
            4'b0100, 4'b0011, 4'b0101 : OUT = valC;
            4'b1010, 4'b1011, 4'b1000, 4'b1001 : OUT = 8;
            default : OUT = 0; 
        endcase
    end
endmodule
module ALUB(
    input [64 - 1:0] valB,
    input [64 - 1:0] valC,
    input [3:0]icode,
    output reg[64 - 1:0]OUT
);
    always@(*) begin
        case(icode)
            4'b0110, 4'b0100, 4'b0101, 4'b1010, 4'b1011, 4'b1000, 4'b1001 : OUT = valB;
            default : OUT = 0;
        endcase
    end
endmodule
module ALUFUN(
    input [3:0]icode,
    input [3:0]ifun,
    output reg [1:0]OUT
);
    always@(*) begin
        case(icode)
            4'b0010, 4'b0100, 4'b0011, 4'b0101, 4'b1011, 4'b1001, 4'b0010 : OUT = 2'b00;
            4'b1010, 4'b1000 : OUT = 2'b01;
            default : OUT = ifun;  
        endcase
    end
endmodule
module SET_CC(
    input [3:0]icode,
    output reg OUT
);
    always@(*) begin
        OUT = (icode == 4'b0110);
    end
endmodule
module COND(
    input [3:0]ifun,
    input [3:0]CC,
    output reg OUT
);
    wire [6:0]Rels;  
    assign Rels[0] = 1;
    assign Rels[3] = CC[0];
    assign Rels[4] = ~CC[0];
    assign Rels[2] = CC[1] ^ CC[2];  
    assign Rels[5] = ~Rels[2];
    assign Rels[6] = Rels[5] & (~CC[0]);
    assign Rels[1] = Rels[2] | CC[0];
    always@(*) begin
        OUT = Rels[ifun];
    end
endmodule
`timescale 1ns/1ps
module ALU_MODULE(
    input CLK,
    input [3:0] icode,
    input [3:0] ifun,
    input [64 - 1:0]valA,
    input [64 - 1:0]valB,
    input [64 - 1:0]valC,
    output Cnd,
    output [64 - 1:0]valE
);
    wire [64 - 1:0]OUTA;
    wire [64 - 1:0]OUTB;
    wire [1:0]OUTALUFun;
    wire OUTSet_cc;
    wire OUTCond;
    wire [3:0]CC;
    assign Cnd = OUTCond;
    ALUA alua(
        .valA(valA),
        .valC(valC),
        .icode(icode),
        .OUT(OUTA)
    );
    ALUB alub(
        .valB(valB),
        .valC(valC),
        .icode(icode),
        .OUT(OUTB)
    );
    ALUFUN alufun(
        .icode(icode),
        .ifun(ifun),
        .OUT(OUTALUFun)
    );
    SET_CC set_cc(
        .icode(icode),
        .OUT(OUTSet_cc)
    );
    COND cond(
        .ifun(ifun),
        .CC(CC),
        .OUT(OUTCond)
    );
    ALU alu(
        .CLK(CLK),
        .valE(valE),
        .CC(CC),
        .ALUfun(OUTALUFun),
        .ALUA(OUTA),
        .ALUB(OUTB),
        .set_cond(OUTSet_cc)
    );
endmodule
==> changes_impl.md <==
### Implementation results

- Detailed Routing Iterations Pass 1: 31
- DRT antenna net count: 0
- H-tree depth: 1
- Critical path type: input pin to output pin
- Setup total negative slack: 0 ns
- Vias in the first global route: 10600
- Critical path required time: 26.16 ns
- Floorplan utilization: 51.4%
- Cell Rows: 49
- WL met3: 4570 µm
- Synth flops: 3
- FMAX: 46.5 MHz
- Die H: 138 µm
- Antenna Diode Count: 0
- Hold Path Class: input pin to register
- Gate Count Post-Synth: 1467
- Yosys cell types: 82
- Longest Clk Path Bufs: 2
- Slew Limit Headroom: 35.3%
- Most used flip-flop cell: edfxtp_1
- Status: finished, final reports clean
- Final setup vio count: 0
- Die X: 138 µm
- CTS clk-pin slew, worst paths: 0.03 ns
- CP bufs+invs: 4
- Largest net degree at the start of global routing: 71
- Synthesis area per yosys: 9300 µm²
- CTS Sinks: 3
- Top area cell types: ha_1 (8.9%), a21oi_1 (7.9%), xnor2_1 (6.9%)
- Routability congestion estimate: 1.03
- IO buf count: 264
- # resized after CTS: 0
- Max Used Layer: met4
- Worst slew pin tran: 0.970 ns
- Pre-CTS setup slack: 11.50 ns
- Area share, top type: 8.88%
- CP Launch Point: icode[2]
- Synth area leader: ha_1
- Final hold viol count: 0
- Filler cells: 1609
- CORE AREA: 18100 µm²
- Register area share after synthesis: 0.969%
- Post-DP HPWL: 31000 µm
- Cts hold-fix bufs: 0
- Worst setup EP type: output pin
- Most frequent CP cell: o21ai_0
- Post-CTS Setup Inserts: 0
- Grt total ovfl: 0
- CP Launch Type: input pin
- Initial DRC Count: 1216
- Wl on met1: 16600 µm
- Total Routing Usage GR: 39.5%
- Hold Startpoint: icode[1]
- OpenROAD warning count: 29
- Cell Pwr Density: 28.1 nW/µm²
- Largest delay share family, worst path: AND-OR/OR-AND gates
- First-pass GRT wire length: 59000 µm
- WL per Instance: 20.4 µm
- Cell Area, Synth: 9300 µm²
- Syn avg cell area: 6.34 µm²
- Chip area: 19100 µm²
- Fin crit share: 65.8%
- Via/cell ratio: 6.33
- Slowest-stage cell, CP: a221oi_1
- Crit-path max FO: 33
- RSZ-0062 raised after global routing: false
- Fraction of layout cells with a size suffix above 1: 3.75%
- Clock Tree Root: clkbuf_16
- Final worst slack: 11.17 ns
- Final wirelength: 38400 µm
- Placed cell count: 1880
- Max reg flops: 3
- Min Tclk post-route: 21.53 ns
- Vias: 11900
- Cell area after layout: 12100 µm²
- # Max-Cap Violations: 0
- Peak VDD IR: 0.0141 mV
- Yosys cell count: 1467
- EDFF count, synth: 3
- Cell Area, Placed: 12000 µm²
- Final Non-Filler Cells: 1884
- Final Power: 0.000340 W
- Antenna violations before repair: 0
- Final Max Tran Viols: 0
- LEAKAGE: 4.92 nW
- Post-synth ARST share: 0%
- CTS tree: built
- Yosys warns: 6
- Ports: 266
- Layout area overhead: 29.9%
- Met2 wire length: 16100 µm
- Residual DRC: 0
- CP max stage delay: 0.73 ns
- Total clock buffers created by CTS: 3
- Worst Path Arrival: 14.99 ns
metal layers:
layer	up-vias	global-route usage (%)
met5	-	0
met4	0	11.4
met3	71	12.1
met2	678	57.4
met1	5388	56.0
li1	5787	-
tightest hold or removal path, cell delays in order:
cell and delay, ns:
buf_2 0.09, buf_4 0.29, nor3b_1 0.30
cell usage in the layout (no fill, tap or decap), drive strengths merged, types with 6 or more instances in the layout:
cell | Yosys | routed
clkdlybuf4s50 | 0 | 262
nand2 | 161 | 161
a21oi | 147 | 147
o21ai | 113 | 113
nor2 | 112 | 112
xnor2 | 73 | 73
ha | 66 | 66
and2 | 57 | 57
inv | 52 | 52
xor2 | 40 | 40
maj3 | 38 | 38
nor3 | 38 | 38
a22o | 34 | 34
nand4 | 33 | 33
a21o | 32 | 32
a22oi | 30 | 30
nor2b | 28 | 28
buf | 35 | 28
a31oi | 24 | 24
and3 | 21 | 21
nand3 | 21 | 21
or3 | 16 | 16
a221oi | 16 | 16
o21a | 15 | 15
nor4 | 14 | 14
nand2b | 13 | 13
o21bai | 12 | 12
o211ai | 12 | 12
o31ai | 10 | 10
a211oi | 8 | 8
mux2i | 8 | 8
o221ai | 8 | 8
a221o | 7 | 7
nand3b | 7 | 7
or2 | 7 | 7
and3b | 6 | 6
a21boi | 6 | 6
or4 | 6 | 6
stage by stage:
step	hold slack [ns]	utilization [%]
3_3_place_gp	7.41	66.3
6_report	7.21	66.8
2_1_floorplan	6.95	-
5_1_grt	7.25	66.8
4_1_cts	7.19	66.8
3_5_place_dp	7.42	66.3
final timing paths:
path,end,slack (ns),cells after the start
setup / recovery,valE[63],11.17,28
hold / removal,alu.CC[1],7.21,3
logic make-up (layout without fill, tap and decap cells):
kind of cell    after synthesis  in the layout  synth area share [%]
compound gates              512            512                  35.8
simple gates                563            563                  31.0
xor+xnor                    113            113                  10.6
fa+ha+maj                   105            105                  13.2
buf+inv                     159            347                  7.01
flops                         3              3                 0.969
mux                          12             12                  1.35
where the power goes:
| group | internal [W] | switching [W] | leakage, nW | total (W) |
|---|---|---|---|---|
| logic | 0.000149 | 0.000167 | 4.86 | 0.000316 |
| registers | 0.00000452 | 0.0000000644 | 0.0238 | 0.00000458 |
| clock network | 0.0000161 | 0.00000350 | 0.0382 | 0.0000196 |
| total | 0.000169 | 0.000171 | 4.92 | 0.000340 |
Yosys cell counts (all sizes together) (5+ instances only):
cell,n
nand2,161
a21oi,147
o21ai,113
nor2,112
xnor2,73
clkbuf,71
ha,66
and2,57
inv,52
xor2,40
maj3,38
nor3,38
buf,35
a22o,34
nand4,33
a21o,32
a22oi,30
nor2b,28
a31oi,24
and3,21
nand3,21
a221oi,16
or3,16
o21a,15
nor4,14
nand2b,13
o211ai,12
o21bai,12
o31ai,10
a211oi,8
mux2i,8
o221ai,8
a221o,7
nand3b,7
or2,7
a21boi,6
and3b,6
or4,6
nor3b,5
nor4bb,5
o22ai,5
cell type report:
class / count / area (µm²) / share of cell area (%)
timing repair buffer: 290 / 2830 / 23.4
clock buffer: 4 / 78.8 / 0.653
multi-input combinational: 1305 / 8600 / 71.2
inverter: 53 / 199 / 1.65
sequential: 3 / 90.1 / 0.746
tap: 229 / 287 / 2.37
No activity file was given, so power comes from the tool's default toggle rates.

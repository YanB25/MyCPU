### flow/run.sh
#!/bin/bash
# OpenROAD 26Q1-2900-gdf79404cd8, Yosys 0.63+post, stock flow scripts
make -C /OpenROAD-flow-scripts/flow DESIGN_CONFIG=/design/flow/config.mk WORK_HOME=/design/flow/orfs finish
### flow/config.mk
export PLATFORM = sky130hd
export DESIGN_NAME = REGISTER_FILE_MODULE
export DESIGN_NICKNAME = REGISTER_FILE_MODULE
export VERILOG_FILES = /design/flow/design.v
export SDC_FILE = /design/flow/constraint.sdc
export NUM_CORES = 4
export LEC_CHECK = 1
export CORE_UTILIZATION = 50
### flow/constraint.sdc
current_design REGISTER_FILE_MODULE

set clk_period 91.6
set clk_io_pct 0.2

create_clock -name clk0 -period $clk_period [get_ports {CLK}]

set non_clock_inputs [all_inputs -no_clocks]
set_input_delay [expr $clk_period * $clk_io_pct] -clock clk0 $non_clock_inputs
set_output_delay [expr $clk_period * $clk_io_pct] -clock clk0 [all_outputs]
### flow/design.v
`timescale 1ns/1ps
module REGESTER_FILE (
    input CLK,
    output reg[64 - 1:0]valA,
    output reg[64 - 1:0]valB,
    input [4 - 1:0]srcA,
    input [4 - 1:0]srcB,
    input [64 - 1:0]valE,
    input [64 - 1:0]valM,
    input [4 - 1:0]destE,
    input [4 - 1:0]destM
);
    initial begin
        data[4'b0100] = 64;
    end
    reg [64 - 1:0]data[16 - 1 : 0];
    always@(posedge CLK) begin
        data[destE] = valE;
        data[destM] = valM;
    end
    always@(*) begin
        valA = data[srcA];
        valB = data[srcB];
    end
endmodule
`timescale 1ns/1ps
module SRC_A(
    input [4 - 1: 0]rA,
    input [3:0] icode,
    output reg [3:0] OUT
);
    always@(*) begin
        case(icode)
            4'b0011, 4'b0101, 4'b0111, 4'b1000:
                OUT = 4'b1111;
            4'b1011, 4'b1001 :
                OUT = 4'b0100;
            default :
                OUT = rA;
        endcase
    end
endmodule
module SRC_B(
    input [4 - 1: 0] rB,
    input [3:0] icode,
    output reg [3:0] OUT
);
    always@(*) begin
        case (icode)
            4'b0010, 4'b0011, 4'b0111 :
                OUT = 4'b1111;
            4'b1010, 4'b1011, 4'b1000, 4'b1001 :
                OUT = 4'b0100;
            default :
                OUT = rB;
        endcase
    end
endmodule
module DEST_E(
    input [4 - 1:0] rB,
    input [3:0] icode,
    input Cnd,
    output reg [3:0] OUT
);
    always@(*) begin
        case(icode)
            4'b0010 : begin
                if (Cnd) begin
                    OUT = rB;
                end else begin
                    OUT = 4'b1111;
                end
            end
            4'b0100, 4'b0101, 4'b0111 :
                OUT = 4'b1111;
            4'b1010, 4'b1011, 4'b1000, 4'b1001 :
                OUT = 4'b0100;
            default :
                OUT = rB;
        endcase
    end
endmodule
module DEST_M(
    input [4 - 1: 0] rA,
    input [3:0] icode,
    output reg [3:0] OUT
);
    always@(*) begin
        case(icode)
            4'b0101, 4'b1011 :
                OUT = rA;
            default :
                OUT = 4'b1111;
        endcase
    end
endmodule
`timescale 1ns/1ps
module REGISTER_FILE_MODULE(
    input [4 - 1:0] rA,
    input [4 - 1:0] rB,
    input CLK,
    input [3:0] icode,
    input Cnd,
    output [64 - 1:0] valA,
    output [64 - 1:0] valB,
    input [64 - 1:0] valE,
    input [64 - 1:0] valM
);
    wire [3:0]OUTA;
    wire [3:0]OUTB;
    wire [3:0]OUTE;
    wire [3:0]OUTM;
    SRC_A src_a(
        .rA(rA),
        .icode(icode),
        .OUT(OUTA)
    );
    SRC_B src_b(
        .rB(rB),
        .icode(icode),
        .OUT(OUTB)
    );
    DEST_E dest_e(
        .rB(rB),
        .icode(icode),
        .Cnd(Cnd),
        .OUT(OUTE)
    );
    DEST_M dest_m(
        .rA(rA),
        .icode(icode),
        .OUT(OUTM)
    );
    REGESTER_FILE regester_file(
        .CLK(CLK),
        .valA(valA),
        .valB(valB),
        .srcA(OUTA),
        .srcB(OUTB),
        .valE(valE),
        .valM(valM),
        .destE(OUTE),
        .destM(OUTM)
    );
endmodule
==> notes.md <==
Implementation results are summarized by area below.

Final timing
The share of the cycle needed by the critical path after routing is 45.8%. Setup repair after global routing left no endpoint under its margin. The final hold violation count is 0. The relative slew slack is a little under two fifths. The worst hold-check slack is between 15 and 20 ns. The max-slew violation count is 0. The slew at the pin closest to its max-slew limit is 0.944 ns. The flow reports an fmax of around 24 MHz. The total negative slack for setup checks is 0 ns. The final timing report gives a worst setup slack of between 40 and 50 ns. The final report lists the setup-violating endpoint count as 0. The post-route minimum period is 41.93 ns.

Logic synthesis
The dominant synthesized flop cell is sky130_fd_sc_hd__edfxtp_1. The sequential area share after synthesis is between 50 and 60%. The count of flip-flops with a built-in enable after synthesis is roughly 1000. In the post-synthesis netlist, the cell with the most instances is sky130_fd_sc_hd__mux2_2. The Yosys step of the flow raised 5 warnings. The chip area from the yosys synthesis statistics is around 61000 sq um. The average cell area after synthesis is 11.8 sq um. The flip-flop and latch count after synthesis is around 1000.

In the Yosys report the total cell count is 5149. The synthesized design devotes to its leading area cell type just over 50% of total area. By area the synthesized netlist is led by sky130_fd_sc_hd__edfxtp_1 (51%), sky130_fd_sc_hd__mux2_2 (19%), sky130_fd_sc_hd__nand2_1 (4.4%), sky130_fd_sc_hd__o22ai_1 (3.2%), sky130_fd_sc_hd__o221ai_1 (2.8%).

Yosys reports that the most numerous cell types are sky130_fd_sc_hd__mux2_2 (1031), sky130_fd_sc_hd__edfxtp_1 (1024), sky130_fd_sc_hd__nand2_1 (716). The share of flip-flops with an asynchronous set or reset is 0%. The synthesized design spends more area on one cell type than any other, namely sky130_fd_sc_hd__edfxtp_1. The combined area of all synthesized cells is just over 60000 sq um. The number of distinct library cells after synthesis is roughly 73.

The gate count of the mapped netlist is 5149.

Clock tree
The clock tree synthesis step divided the H-tree into 3 levels. The TritonCTS clock tree is done. The clock transition at the register clock pins on the worst setup and hold paths after CTS is approximately 0.060 ns. Post-CTS repair ended up resizing 0 cells. The clock passes through at most 3 buffers.

TritonCTS created around 120 clock buffers. The setup fix buffers added after clock tree synthesis is 0. The number of hold buffers added after CTS was 0. Looking at the clock tree report, the root buffer type is sky130_fd_sc_hd__clkbuf_16.

The number of sinks handled by clock tree synthesis is about 1000.

Route
The final layout contains routed wiring with a total length of 225 mm. The iteration tally of the first detailed-router pass is 6. After detailed routing, the number of vias per cell comes to between 6 and 7. Across all layers, the routed design uses between 40000 and 50000 vias. The total DRC errors in the routed layout is 0. The DRC marker count from the first detailed-route iteration is 3860. Once detail routing completed, the nets flagged for antenna violations numbered 0.

The average detailed-routed wire length per instance is between 30 and 40 um.

Floorplanning
Once the floorplan was initialized, standard cells occupied between 50% and 60% of the core. In this run the horizontal extent of the chip is ~350 um. The number of top-level design ports is ~270. The number of placement rows is 127. The die covers roughly 120000 sq um.

The floorplan core area is ~120000 sq um. According to the floorplan report, the die height is ~350 um.

Critical path
The required time at the worst-slack endpoint is ~73 ns. STA classifies the critical path endpoint as an output pin. The element type at the critical path start is an input pin. Looking at the critical path, the single cell with the biggest stage delay is sky130_fd_sc_hd__clkdlybuf4s50_1. The report lists the cells along the critical path as clkdlybuf4s50_1 -> nor2b_4 -> a221o_4 -> buf_4 -> buf_4 -> buf_4 -> mux4_2 -> nand2_1 -> nand4_1 -> nor3b_2 -> clkdlybuf4s50_1.

The cell with the most instances on the worst path is sky130_fd_sc_hd__buf_4. The maximum single-stage delay on the critical path is ~0.84 ns. The top fanout value on the critical path is about 57. The kind of critical path is in2out. The arrival time at the worst endpoint is 23.61 ns.

Global route
Global routing used 39.4% of the available tracks across all layers. Recorded from the global router log, the overflow total was 0. The number of global-route vias before repair was around 47000. The first-pass GRT wire length is 322 mm. The initial antenna violation count was 30. Entering global routing, the biggest net connects about 120 pins.

Pwr
The maximum vdd drop is ~16 uV. The total leakage power is approximately 23 nW. Registers are responsible for 44.8% of the overall power. The internal power of the cells is ~0.9 mW. The switching share of total power is around 27%.

The total power per unit cell area is ~18 nW/um^2. The proportion of power drawn by combinational gates is between 10% and 20%. The clock network fraction of total power is a little under two fifths.

The total net switching power is roughly 0.34 mW. The overall power consumption is approximately 1.2 mW.

Placed design
For this run the detailed placement stage logged an HPWL of around 120 mm. Input and output buffers added on the ports amount to 269. The last weighted congestion value of the routability-driven placer is 0.923. OpenSTA, run right after detailed placement, puts the worst setup slack at 49.83 ns.

Per the detailed placement report, the placed cell area equals around 64000 sq um. The number of placed instances, taps included is 6578.

Status
The run finished with clean final reports.

Layout
The share of final-layout standard cells stronger than drive strength 1 is 29.8%. The post-route utilization of the core is recorded as 56.3%.

The final design area excluding fillers is about 68000 sq um. The flow measured a signed area growth from synthesis to layout of 11.4%.

The finished layout holds between 6000 and 7000 standard cells, fillers aside. The flip-flop count of the largest register after layout is 1024.

Job
The stage-log warning count is 34. The number of maximum-capacitance violations recorded for the run is 0.

Hold path
The class of the most critical hold timing path is in2reg.
==> critical path, delay by kind of cell <==
kind | cells | cell delay (ns)
AOI/OAI and AO/OA | 1 | 0.58
buffers and inverters | 5 | 3.33
muxes | 1 | 0.33
and+or+nand+nor | 4 | 0.92
==> routing by layer <==
| layer | up-vias | routed length [um] | GRT usage [%] |
|---|---|---|---|
| met1 | 22900 | 78900 | 52.0 |
| met5 | - | 498 | 2.00 |
| met4 | 48 | 9860 | 13.8 |
| met3 | 632 | 37100 | 24.7 |
| met2 | 3538 | 99000 | 55.1 |
| li1 | 19900 | - | - |
==> layout make-up <==
type / instances / area [sq um]
multi-input cells: 3525 / 27300
well taps: 1612 / 2020
flip-flops and latches: 1024 / 30700
repair buffers: 412 / 3890
clock buffers: 135 / 3020
clock inverters: 76 / 664
inverters: 5 / 18.8
fillers: 9855 / 52400
diodes: 12 / 30.0
==> worst paths after layout <==
path              startpoint                                   to  slack, ns  cells past startpoint
setup / recovery    icode[1]                             valB[46]      49.67                     11
hold / removal      valE[21]  regester_file.data[1][21]$_DFFE_PP_      18.67                      2
==> power by group through the flow <==
stage	combinational [mW]	clock (mW)	sequential (mW)
finish	0.222	0.461	0.553
global route	0.235	0.481	0.555
CTS	0.217	0.465	0.552
==> cells in the final DEF, fill, tap and decap left out, types with 6 or more instances in the layout <==
master	synthesis	layout
sky130_fd_sc_hd__nand2_4	0	13
sky130_fd_sc_hd__bufinv_16	0	11
sky130_fd_sc_hd__o21ai_4	1	14
sky130_fd_sc_hd__nand2_1	716	703
sky130_fd_sc_hd__nand3_1	256	253
sky130_fd_sc_hd__o221ai_1	195	195
sky130_fd_sc_hd__o21ai_1	65	65
sky130_fd_sc_hd__nand4_1	65	65
sky130_fd_sc_hd__buf_4	86	133
sky130_fd_sc_hd__nor2_1	145	145
sky130_fd_sc_hd__nand2b_1	8	6
sky130_fd_sc_hd__buf_12	0	10
sky130_fd_sc_hd__clkbuf_16	0	118
sky130_fd_sc_hd__mux2_2	1031	1031
sky130_fd_sc_hd__diode_2	0	12
sky130_fd_sc_hd__clkinv_1	0	27
sky130_fd_sc_hd__a21oi_1	259	259
sky130_fd_sc_hd__clkinv_2	0	31
sky130_fd_sc_hd__o211ai_1	64	64
sky130_fd_sc_hd__clkbuf_1	194	17
sky130_fd_sc_hd__o22ai_1	308	308
sky130_fd_sc_hd__edfxtp_1	1024	1024
sky130_fd_sc_hd__clkdlybuf4s50_1	0	269
sky130_fd_sc_hd__a22oi_1	186	186
sky130_fd_sc_hd__nor3b_2	64	64
sky130_fd_sc_hd__nor2b_1	6	6
sky130_fd_sc_hd__mux4_2	64	64
==> kinds of logic (layout without fill, tap and decap cells) <==
logic type | after synthesis | after routing | synth area share, %
AND-OR/OR-AND | 1128 | 1128 | 12.5
buffers and inverters | 600 | 628 | 5.19
flip-flops | 1024 | 1024 | 50.6
multiplexers | 1099 | 1099 | 21.6
other | 0 | 12 | 0
AND/OR/NAND/NOR | 1298 | 1298 | 10.2
Power and IR drop assume default switching activity.

<file path="flow/config.mk">
export PLATFORM = sky130hd
export DESIGN_NAME = MEMORY
export DESIGN_NICKNAME = MEMORY
export VERILOG_FILES = /design/flow/design.v
export SDC_FILE = /design/flow/constraint.sdc
export NUM_CORES = 4
export LEC_CHECK = 1
export CORE_UTILIZATION = 40
</file>
<file path="flow/design.v">
`timescale 1ns/1ps
module MEMORY(
    input wire CLK,
    input wire [64 - 1 : 0] write_data,
    input wire [64 - 1  : 0] addr,
    input wire write_flag,
    input wire read_flag,
    output reg [64 - 1  : 0] valM,
    output wire dmem_error
);
reg [8 - 1 :0] data[96 : 0];
assign dmem_error = (addr > 96)?1:0;
always@(posedge CLK) begin 
    if (write_flag == 1) begin
        data[addr+7] = write_data[63:56];
        data[addr+6] = write_data[55:48];
        data[addr+5] = write_data[47:40];
        data[addr+4] = write_data[39:32];
        data[addr+3] = write_data[31:24];
        data[addr+2] = write_data[23:16];
        data[addr+1] = write_data[15:8];
        data[addr] = write_data[7:0];
    end
    else begin
        data[addr] = data[addr];
    end
end
always@(*) begin
    if (read_flag == 1) begin
        valM = data[addr]; 
        valM[63:56] = data[addr+7]; 
        valM[55:48] = data[addr+6]; 
        valM[47:40] = data[addr+5]; 
        valM[39:32] = data[addr+4]; 
        valM[31:24] = data[addr+3]; 
        valM[23:16] = data[addr+2]; 
        valM[15:8] = data[addr+1]; 
        valM[7:0] = data[addr  ]; 
    end
    else begin
        valM = valM;
    end
end
endmodule  
</file>
<file path="flow/constraint.sdc">
current_design MEMORY

set clk_period 28.9
set clk_io_pct 0.2

create_clock -name clk0 -period $clk_period [get_ports {CLK}]

set non_clock_inputs [all_inputs -no_clocks]
set_input_delay [expr $clk_period * $clk_io_pct] -clock clk0 $non_clock_inputs
set_output_delay [expr $clk_period * $clk_io_pct] -clock clk0 [all_outputs]
</file>
<file path="flow/run.sh">
#!/bin/bash
# OpenROAD 26Q1-2900-gdf79404cd8, Yosys 0.63+post, stock flow scripts
make -C /OpenROAD-flow-scripts/flow DESIGN_CONFIG=/design/flow/config.mk WORK_HOME=/design/flow/orfs finish
</file>
==> impl_metrics.yaml <==
# yosys + openroad results
logic_synthesis:
  ys_dominant_reg_cell: "edfxtp_1"
  top_cell_area_share_pct: 18.2
  synth.top_cells.by_area: "edfxtp_1, a22oi_1, clkbuf_1"
  postSynthCellCount: 18100
  synth-seq-cells: 840
  synth.avg_cell_area_sq_um: 7.07
  edf_count: 776
  top_area_cell: "edfxtp_1"
  synth_cell_types: 117
  ys_cells: 18100
  yosysWarningCount: 2
  async_reset_ff_share_pct: 0
  syn_area_sq_mm: 0.128
  synth-area-yosys_sq_mm: 0.128
timing:
  untimed_endpoints: 128
  unclocked_regs: 64
placement:
  numPortBuffers: 195
  routabilityCongestion: 2.02
  dp_hpwl_um: 1460000
die:
  rows: 207
  fp-utilization_pct: 40.3
  die_width_um: 568
  ios: 196
  die_y_um: 568
clock_network:
  numCtsBuffers: 101
  htree_levels: 3
  cts-root-buf: "clkbuf_16"
  clockBufferDepth: 4
  post-cts-setup-buffer-count: 0
  cts_resized: 0
  hold_buffers: 0
global_route:
  grt_use_total_pct: 127
  grt_first_pass_wirelength_um: 2640000
  grt_pass1_vias: 235000
  grt_max_degree: 69
  grt.overflow.total: 67900
run_status:
  status: "aborted with a tool error"
  lastStage: "global routing"
  error_line: "[ERROR GRT-0116] Global routing finished with congestion. Check the congestion regions in the DRC Viewer."
kinds of logic after synthesis:
logic type	after synthesis	share of synthesized area (%)
multiplexers	833	6.61
AND/OR/NAND/NOR	5239	18.6
flip-flops	776	18.2
buffers and inverters	3050	9.51
adder cells (fa/ha/maj)	5	0.0488
latches	64	0.750
AND-OR/OR-AND	8116	46.0
XOR/XNOR	32	0.257
cells in the mapped netlist, types with 30 or more instances:
cell type / count
and3_1: 121
a211o_1: 120
a21o_1: 30
nor2_1: 1348
a2111oi_0: 104
a211oi_1: 645
nor2b_1: 35
a221o_1: 183
o31ai_1: 34
clkbuf_2: 63
nor4_1: 188
mux2_2: 84
o21ai_0: 924
nand2_1: 1969
nand3_1: 533
a41oi_1: 46
a22oi_1: 1482
a32oi_1: 101
buf_1: 417
or4_1: 60
o2111ai_1: 57
nand4_1: 322
a31oi_1: 287
buf_2: 280
a32o_1: 32
o221a_2: 101
o221ai_1: 421
a222oi_1: 152
nor3_1: 391
a21oi_1: 1204
edfxtp_1: 776
o32ai_1: 47
dlxtp_1: 64
o211ai_1: 612
or3_1: 69
a22o_1: 410
o22ai_1: 286
a221oi_1: 613
mux2i_1: 747
clkbuf_1: 2209
o2bb2ai_1: 34
per-layer routing:
| metal | GRT usage [%] | overflow |
|---|---|---|
| met1 | 124 | 18700 |
| met2 | 150 | 33800 |
| met3 | 112 | 8793 |
| met4 | 115 | 5677 |
| met5 | 105 | 963 |
per-stage QoR:
stage / cell area (sq um) / std cells / setup slack [ns] / hold slack (ns) / utilization [%]
2_1_floorplan: 128000 / 18100 / 15.40 / 0.910 / -
3_3_place_gp: 146000 / 22100 / 14.43 / 1.44 / 45.9
3_5_place_dp: 146000 / 22100 / 15.23 / 1.41 / 45.9
4_1_cts: 149000 / 22300 / 15.22 / 1.43 / 46.9
